===== flow/run.sh =====
#!/bin/bash
# OpenROAD 26Q1-2900-gdf79404cd8, Yosys 0.63+post, stock flow scripts
make -C /OpenROAD-flow-scripts/flow DESIGN_CONFIG=/design/flow/config.mk WORK_HOME=/design/flow/orfs finish

===== flow/config.mk =====
export PLATFORM = sky130hd
export DESIGN_NAME = mlab4
export DESIGN_NICKNAME = mlab4
export VERILOG_FILES = /design/flow/design.v
export SDC_FILE = /design/flow/constraint.sdc
export NUM_CORES = 4
export LEC_CHECK = 1
export CORE_AREA = 10 10 70 70
export DIE_AREA = 0 0 80 80

===== flow/constraint.sdc =====
current_design mlab4

set clk_period 1.2
set clk_io_pct 0.2

create_clock -name clk0 -period $clk_period [get_ports {clk}]

set non_clock_inputs [all_inputs -no_clocks]
set_input_delay [expr $clk_period * $clk_io_pct] -clock clk0 $non_clock_inputs
set_output_delay [expr $clk_period * $clk_io_pct] -clock clk0 [all_outputs]

===== flow/design.v =====
module mlab4(input clk, input sen, input [7:0]Din, output [7:0]Do, output Ro, output trDo, output clko2);
	wire clk2;
	wire pass;
	assign trDo = pass;
	assign clko2 = clk2;
	transmt trn(.clk(clk),.Din(Din[7:0]),.sen(sen),.clko(clk2),.Do(pass) );
	receiv rcv(.clk(clk2),.trDin(pass),.rDo(Do[7:0]),.Ro(Ro));
endmodule
module transmt(input clk, input sen, input [7:0] Din, output clko, output Do);
	reg [8:0]temp;
	assign clko = clk;
	assign Do = temp[8];
	always @(posedge clk)
		begin
			if(sen)
				begin 
					temp[7:0] <= Din[7:0];
					temp[8] <= 1'b1;
				end
			else
				begin	
					temp[8:1] <= temp[7:0];
					temp[0] <= 1'b0;
				end
		end
endmodule
module receiv(input clk, input trDin, output [7:0]rDo, output Ro);
	reg [8:0]temp;
	assign rDo[7:0] = (temp[8]) ? temp[7:0] : 8'b0;
	assign Ro = temp[8];
	always @(posedge clk)
		begin
			if (temp[8])
				temp[8:0] <= 9'b0;
			else if (~temp[8])
				begin
					temp[8:1] <= temp[7:0];
					temp[0]   <= trDin;
				end
			else
				temp[8:0] <= temp[8:0];
		end
endmodule

==> reports/summary.json <==
{
  "crit_path_end_kind": {"value": "output port"},
  "yosys.stat.chipArea": {"value": 618, "unit": "sq um"},
  "route.detailed.vias_per_inst": {"value": 3.28},
  "routed-via-count": {"value": 410},
  "pwr-share-comb": {"value": 0.348},
  "ys_cells": {"value": 47},
  "fin_crit_sh": {"value": 1.20},
  "crit_arrival": {"value": 1200, "unit": "ps"},
  "fmax": {"value": 694, "unit": "MHz"},
  "globalRouteMet2Util": {"value": 0.0449},
  "p_sw_frac": {"value": 0.224},
  "biggest_area_contributors_in_the_synthesized_netlist": {"value": "sky130_fd_sc_hd__dfxtp_1 58%, sky130_fd_sc_hd__mux2_4 17%, sky130_fd_sc_hd__and2_1 8.1%"},
  "switching_power": {"value": 463, "unit": "uW"},
  "peakVddDrop": {"value": 0.00115, "unit": "V"},
  "synth_largest_type_area_fraction": {"value": 0.583},
  "post_synth_arst_share": {"value": 0},
  "timing.final.max_slew_violations": {"value": 0},
  "synth_top_cell_by_area": {"value": "sky130_fd_sc_hd__dfxtp_1"},
  "power.static_leakage": {"value": 0.000464, "unit": "uW"},
  "clk_transition_reported_paths": {"value": 100, "unit": "ps"},
  "postSynthRegisterBits": {"value": 18},
  "maximum_number_of_pins_on_one_net_before_global_route_repair": {"value": 11},
  "setup_total_negative_slack": {"value": -1560, "unit": "ps"},
  "placementRows": {"value": 21},
  "gr-max-usage-layer": {"value": "met1"},
  "synthesis.instances": {"value": 47},
  "rsz_0062_raised_after_global_routing": {"value": "yes"},
  "hp-class": {"value": "reg -> reg"},
  "number_of_openroad_warnings": {"value": 28},
  "count_of_library_flops_with_an_enable_pin": {"value": 0},
  "totalWireLength": {"value": 1.20, "unit": "mm"},
  "weighted_congestion_reported_at_the_end_of_routability_driven_placement": {"value": 0.715},
  "grt_pass1_vias": {"value": 444},
  "initial_core_util": {"value": 0.181},
  "fillCellCount": {"value": 349},
  "p_int": {"value": 1600, "unit": "uW"},
  "chip_area": {"value": 0.00640, "unit": "sq mm"},
  "power_frac_clock": {"value": 0.234},
  "worstSkewPairLatency": {"value": 390, "unit": "ps"},
  "worst_ep_required_time": {"value": 960, "unit": "ps"},
  "yosys_warnings": {"value": 2},
  "top_cell": {"value": "sky130_fd_sc_hd__dfxtp_1"},
  "hold_viol_final": {"value": 0},
  "violations": {"value": "setup timing"},
  "global_route.usage.met3": {"value": 0.0409},
  "timing.critical_path.from_type": {"value": "flip-flop"},
  "synth_cell_types": {"value": 9},
  "layout-drive-gt1-share": {"value": 0.532},
  "slew_headroom": {"value": 0.931},
  "global_route_wire_length_before_repair": {"value": 1.94, "unit": "mm"},
  "power.density_cell_area": {"value": 2040, "unit": "mW/mm^2"},
  "status": {"value": "complete, but fails checks"},
  "synthToLayoutAreaGrowth": {"value": 63.8, "unit": "%"},
  "setup_viol_count_final": {"value": 8},
  "core_outline_area": {"value": 0.00342, "unit": "sq mm"},
  "die-width": {"value": 80, "unit": "um"},
  "fin_worst_skew": {"value": 3.19, "unit": "ps"},
  "grt_util_met1": {"value": 0.0461},
  "gr-total-overflow": {"value": 0},
  "minimum_hold_slack": {"value": 421, "unit": "ps"},
  "criticalPathCategory": {"value": "reg -> out"},
  "antenna_violations_before_repair": {"value": 0},
  "synth_area_per_cell": {"value": 13.2, "unit": "sq um"},
  "dpl.hpwl": {"value": 884, "unit": "um"},
  "post-route-drc-count": {"value": 0},
  "io_pins": {"value": 21},
  "diodes": {"value": 0},
  "top_cells_by_count": {"value": "18 x sky130_fd_sc_hd__dfxtp_1, 8 x sky130_fd_sc_hd__and2_1, 7 x sky130_fd_sc_hd__mux2_4"},
  "power.sequential.fraction": {"value": 0.419},
  "drt_first_iter_violations": {"value": 23},
  "synthesis.area": {"value": 618, "unit": "sq um"},
  "cts.hold.buffers_added": {"value": 0},
  "tritoncts": {"value": "yes"},
  "post_drt_wl_per_cell": {"value": 9.62, "unit": "um"},
  "globalRouteTotalUtil": {"value": 0.0382},
  "seq_area_frac_synth": {"value": 0.583},
  "die_h": {"value": 80, "unit": "um"},
  "critical_path.max_fanout": {"value": 4},
  "drv.max_cap_violation_count": {"value": 0},
  "ys_dominant_reg_cell": {"value": "sky130_fd_sc_hd__dfxtp_1"},
  "place.port_buffers": {"value": 20},
  "worst_slew_pin_slew": {"value": 104, "unit": "ps"},
  "finalWorstSetupSlack": {"value": -241, "unit": "ps"},
  "min_period": {"value": 1440, "unit": "ps"},
  "ant_nets": {"value": 0},
  "drtPass1Iterations": {"value": 2}
}
## final cells by class
class | instances | area (sq um) | share of cell area
repair buffers | 28 | 282 | 0.278
well taps | 46 | 57.6 | 0.0569
multi-input cells | 26 | 251 | 0.248
flip-flops and latches | 18 | 362 | 0.357
clock buffers | 7 | 60.1 | 0.0593
## placed cells by master, fill, tap and decap left out, drive strengths merged
cell type / count
clkbuf: 7
mux2: 7
and2: 9
clkdlybuf4s50: 9
and2b: 5
dfxtp: 18
dlygate4sd2: 1
nor2b: 4
or2: 1
buf: 18
## power by group through the flow
| stage | clock network [uW] | registers (uW) | logic, uW |
|---|---|---|---|
| after CTS | 504 | 861 | 817 |
| after global routing | 541 | 886 | 776 |
| final | 482 | 864 | 718 |
## worst paths after layout
path / startpoint / end / slack (ps) / cells after the start
setup / recovery: rcv.temp[8] / Do[4] / -240 / 4
hold / removal: trn.temp[7] / trn.temp[8] / 420 / 1
setup reg to reg: rcv.temp[8] / rcv.temp[4] / 230 / 4
hold reg to reg: trn.temp[7] / trn.temp[8] / 420 / 1
## cells by family after synthesis
kind of cell           after synthesis  synth area share
and+or+nand+nor                     19             0.204
DFF                                 18             0.583
muxes                                7             0.170
buffers and inverters                3            0.0425
## stage by stage
step | setup WS [ps] | utilization | cells | area, sq um | total power, uW
after floorplan | 262 | - | 47 | 618 | 1100
after global placement | -97.9 | 0.263 | 115 | 900 | 1440
after detailed placement | -103 | 0.263 | 115 | 900 | 1450
after CTS | -362 | 0.301 | 127 | 1030 | 2180
after global routing | -310 | 0.296 | 125 | 1010 | 2200
final | -241 | 0.296 | 125 | 1010 | 2060
## per-layer routing
layer  share of wire  wire length, um
met3            0.17              205
met4          0.0067                8
met1            0.48              571
met2            0.35              416
met5               0                0
## timing repair
item	in CTS	in global routing
gates resized	44	8
setup buffers	5	0
hold endpoints to repair	0	0
gates cloned	1	0
setup endpoints to repair	11	10
pin swaps	0	1
## critical path, stage by stage (launching register included)
cell	delay, ps
sky130_fd_sc_hd__dfxtp_2	350
sky130_fd_sc_hd__buf_6	120
sky130_fd_sc_hd__buf_6	110
sky130_fd_sc_hd__and2_4	130
sky130_fd_sc_hd__buf_6	100
## sequential cells by signal, indices dropped and copies added, names as in the netlist
signal / count
rcv.temp: 9
trn.temp: 9
Power is estimated from default activity; no workload was simulated.
