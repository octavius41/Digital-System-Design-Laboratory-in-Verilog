**run.sh**
```bash
#!/bin/bash
# OpenROAD 26Q1-2900-gdf79404cd8, Yosys 0.63+post, stock flow scripts
make -C /OpenROAD-flow-scripts/flow DESIGN_CONFIG=/design/flow/config.mk WORK_HOME=/design/flow/orfs finish
```
**config.mk**
```make
export PLATFORM = sky130hd
export DESIGN_NAME = L2
export DESIGN_NICKNAME = L2
export VERILOG_FILES = /design/flow/design.v
export SDC_FILE = /design/flow/constraint.sdc
export NUM_CORES = 4
export LEC_CHECK = 1
export CORE_AREA = 10 10 83 83
export DIE_AREA = 0 0 93 93
```
**constraint.sdc**
```tcl
current_design L2

set clk_period 2.6
set clk_io_pct 0.2

create_clock -name clk0 -period $clk_period [get_ports {clock}]

set non_clock_inputs [all_inputs -no_clocks]
set_input_delay [expr $clk_period * $clk_io_pct] -clock clk0 $non_clock_inputs
set_output_delay [expr $clk_period * $clk_io_pct] -clock clk0 [all_outputs]
```
**design.v**
```verilog
module L2(input reset, input clock, input fen, output [3:0]d1, output [3:0]d10, output [3:0]d100);
wire [1:0]trans;
ninedbcd digit1(.reset(reset), .clock(clock), .fen(fen), .ct(d1), .xten(trans[0]));
ninedbcd digit10(.reset(reset), .clock(clock), .fen(fen && trans[0]), .ct(d10), .xten(trans[1]));
ninedbcd digit100(.reset(reset), .clock(clock), .fen(fen && trans[0] && trans[1]), .ct(d100), .xten());
endmodule
module ninedbcd(input clock, input reset, input fen, output reg [3:0]ct, output xten);
always @(posedge clock or negedge reset)
	begin
		if(reset == 1'b1) 
			if(fen == 1'b1)
				if(ct[3:0] == 4'b1001)
					ct[3:0] <= 4'b0;
				else
					ct[3:0] <= ct[3:0] + 4'b1;
			else 
				ct[3:0] <= ct[3:0];
		else
			ct[3:0] <= 4'b0;
	end
assign xten  = (ct[3:0] == 4'b1001) ? 1'b1 : 1'b0;
endmodule
```
==> results.py <==
# Auto-generated metrics
metrics = {
    "detailed_routing": {
        "drt-total-wl_um": 1400,
        "route.detailed.drc": 0,
        "num_vias": 499,
        "antennaDiodeCount": 0,
        "drt_first_pass_iters": 3,
        "wl_per_cell_um": 9.56,
        "postRouteAntennaNets": 0,
        "drtIter0Drc": 8,
        "viasPerCell": 3.42,
    },
    "synthesis": {
        "ys_top_cells_by_count": "dfrtp_1, nand2_1, nand3_1, nor2b_1",
        "ys_types": 28,
        "syn-cell-area_um2": 629,
        "edf_count": 0,
        "most_common_cell": "dfrtp_1",
        "synth.avg_cell_area_um2": 10.5,
        "ys_seq_frac": 0.477,
        "yosys-stat-cells": 60,
        "syn-instance-count": 60,
        "area_leaders": "dfrtp_1, nor2b_1, xnor2_1, xor2_1, nand3_1",
        "synth_flops": 12,
        "top_area_frac": 0.477,
        "largest_area_cell": "dfrtp_1",
        "synthArstFlopShare": 1.00,
        "synth-main-ff-cell": "dfrtp_1",
        "synth-warning-count": 1,
        "synth_chip_area_um2": 629,
    },
    "status": {
        "status": "finished clean",
    },
    "cells_and_area": {
        "seq_area_um2": 300,
        "area_delta_synth_final_pct": 41.9,
        "layout-drive-gt1-share": 0.0658,
        "fill_cells": 609,
        "combGateArea_um2": 320,
    },
    "place": {
        "dpl.hpwl_um": 1100,
        "globalplace.congestion": 0.721,
        "io_buffer_count": 14,
    },
    "worst_setup_path": {
        "r2r-end": "digit100.ct[3]$_DFFE_PN0P_",
        "r2r_cells": 3,
        "worstPathArrival_ps": 1230,
        "r2r_start": "digit1.ct[1]$_DFFE_PN0P_",
        "cp_num_buf_inv": 1,
        "worstPathRequired_ps": 2080,
        "cpLargestDelayFamily": "buffers and inverters",
        "r2r_slack_ps": 990,
        "cp-end-kind": "output port",
        "cp-start-kind": "flop",
        "critical_path.cell_chain": "clkdlybuf4s50_1",
        "slowest_delay_ps": 540,
        "cp_max_fo": 9,
        "worst-setup-path-type": "reg2out",
        "cp_slowest_cell": "clkdlybuf4s50_1",
    },
    "global_routing": {
        "overflow": 0,
        "antenna_found_initial": 0,
        "grt_pass1_wl_um": 2410,
        "grt_pass1_vias": 489,
        "met1_usage": 0.0428,
        "grt_usage": 0.0334,
        "busiest_layer": "met2",
        "grt_use_met3": 0.0129,
        "grt_max_degree": 13,
        "grt_use_met2": 0.0526,
    },
    "pwr": {
        "leakagePower_nw": 0.363,
        "irDropWorstVdd_mv": 0.479,
        "p_per_area_mw_per_mm2": 961,
    },
    "final_timing": {
        "setup_tns_ps": 0,
        "slew_headroom": 0.620,
        "finalClockSkew_ps": 0.996,
        "whs_ps": 523,
        "worst_pin_slew_ps": 568,
        "finalCritPeriodShare": 0.675,
        "rsz0062_at_grt": "no",
        "hold_viol": 0,
        "layout_min_cycle_time_ps": 1750,
        "max_freq_mhz": 570,
        "setup_viol": 0,
        "slew_viol_final": 0,
    },
    "job": {
        "openroad.warnings": 25,
        "drv_cap": 0,
    },
    "die": {
        "rows": 26,
        "ios": 15,
        "core_region_area_mm2": 0.00514,
        "die-area_mm2": 0.00865,
        "die_h_um": 93,
        "fp_util": 0.122,
        "die_width_um": 93,
    },
    "clocking": {
        "htreeDepth": 1,
        "cts_resized": 0,
        "cts_tree": "done",
        "clockRootBuffer": "clkbuf_8",
        "post_cts_buffers": 0,
        "clockBufferDepth": 2,
        "path_clk_slew_ps": 50,
        "cts.sinks": 12,
        "numCtsBuffers": 3,
        "worstSkewPairLatency_ps": 230,
        "hold_buffers": 0,
    },
    "worst_hold_path": {
        "min_to": "digit10.ct[0]$_DFFE_PN0P_",
        "min_from": "digit10.ct[0]$_DFFE_PN0P_",
        "hold_path.class": "reg2reg",
        "hold_depth": 1,
    },
}
-- worst max-delay path by stage --
stage | startpoint | endpoint | slack (ps) | depth (start not counted)
global route | digit10.ct[1]$_DFFE_PN0P_ | d10[1] | 780 | 1
CTS | digit10.ct[1]$_DFFE_PN0P_ | d10[1] | 820 | 1
finish | digit10.ct[1]$_DFFE_PN0P_ | d10[1] | 850 | 1
-- where the power goes --
part / internal, mW / switching (mW) / total, mW / leakage [nW]
Clock: 0.102 / 0.0616 / 0.163 / 0.0216
Combinational: 0.215 / 0.122 / 0.338 / 0.196
Sequential: 0.257 / 0.101 / 0.358 / 0.146
Total: 0.574 / 0.285 / 0.859 / 0.363
-- routing by layer --
metal,up-vias,share of wire
met2,9,0.47
met1,237,0.45
met4,0,0.0086
met5,-,0
met3,2,0.064
li1,251,-
-- state kept, by name, indices dropped and copies added, names as in the netlist --
| name | cells |
|---|---|
| digit1.ct | 4 |
| digit100.ct | 4 |
| digit10.ct | 4 |
-- metrics by stage --
| stage | power (mW) | setup WS (ps) | util | area, um^2 | cells |
|---|---|---|---|---|---|
| after floorplan | 0.514 | 1120 | - | 629 | 60 |
| after global placement | 0.710 | 607 | 0.166 | 852 | 143 |
| after detailed placement | 0.706 | 623 | 0.166 | 852 | 143 |
| after CTS | 0.879 | 816 | 0.174 | 893 | 146 |
| after global routing | 0.939 | 776 | 0.174 | 893 | 146 |
| final | 0.859 | 845 | 0.174 | 893 | 146 |
-- logic make-up (layout without fill, tap and decap cells) --
family,Yosys count,in the layout,share of synthesized area
muxes,1,1,0.0179
buffers and inverters,2,18,0.0139
xor gates and xnor gates,6,6,0.0835
and+or+nand+nor,31,31,0.322
DFF,12,12,0.477
AOI/OAI and AO/OA,8,8,0.0855
-- area by class of cell --
cell class                      instances  share of cell area
Timing Repair Buffer                   14               0.157
Sequential cell                        12               0.336
Clock buffer                            3              0.0462
Inverter                                1             0.00420
Tap cell                               70              0.0980
Multi-Input combinational cell         46               0.359
-- cells in the final DEF (no fill, tap or decap) --
cell | synthesis | layout
nand2_1 | 5 | 5
clkdlybuf4s50_1 | 0 | 14
a21oi_1 | 1 | 1
o211ai_1 | 1 | 1
o31ai_1 | 1 | 1
o41ai_1 | 1 | 1
and3b_1 | 2 | 2
a21o_1 | 2 | 2
xor2_1 | 3 | 3
clkbuf_8 | 0 | 3
nor3_1 | 2 | 2
inv_1 | 1 | 1
nor4_4 | 1 | 1
or3b_2 | 1 | 1
nor2b_1 | 5 | 5
nor2_1 | 2 | 2
or3b_1 | 1 | 1
nand3_1 | 5 | 5
nor3b_1 | 1 | 1
and4b_1 | 1 | 1
and3_1 | 1 | 1
nand4_1 | 1 | 1
nor4_1 | 1 | 1
nor4bb_1 | 1 | 1
xnor2_1 | 3 | 3
nand3b_1 | 1 | 1
o21ai_0 | 2 | 2
dfrtp_1 | 12 | 12
mux2_1 | 1 | 1
Power and IR drop assume default switching activity.
