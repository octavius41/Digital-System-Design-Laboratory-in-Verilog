### /design/flow/run.sh
#!/bin/bash
# OpenROAD 26Q1-2900-gdf79404cd8, Yosys 0.63+post, stock flow scripts
make -C /OpenROAD-flow-scripts/flow DESIGN_CONFIG=/design/flow/config.mk WORK_HOME=/design/flow/orfs finish
### /design/flow/config.mk
export PLATFORM = sky130hd
export DESIGN_NAME = mlab5
export DESIGN_NICKNAME = mlab5
export VERILOG_FILES = /design/flow/design.v
export SDC_FILE = /design/flow/constraint.sdc
export NUM_CORES = 4
export LEC_CHECK = 1
export CORE_AREA = 10 10 101 101
export DIE_AREA = 0 0 111 111
### /design/flow/constraint.sdc
current_design mlab5

set clk_period 1.3
set clk_io_pct 0.2

create_clock -name clk0 -period $clk_period [get_ports {clk}]
create_clock -name clk1 -period $clk_period [get_ports {ten}]

set non_clock_inputs [all_inputs -no_clocks]
set_input_delay [expr $clk_period * $clk_io_pct] -clock clk0 $non_clock_inputs
set_output_delay [expr $clk_period * $clk_io_pct] -clock clk0 [all_outputs]
### /design/flow/design.v
module mlab5(input clk, input ten, input [7:0]tDi, output [7:0]tDo, output tRo, output trDo, output tclko, output tPER);
	wire clk2;
	wire temp;
	assign trDo = temp;
	assign tclko = clk2;
	uptr	trn(.clk(clk),.Di(tDi[7:0]),.en(ten),.clko(clk2),.Do(trDo));
	uprecv	rcv(.clk(clk2),.tDi(temp),.rDo(tDo[7:0]),.Ro(tRo),.PER(tPER));
endmodule
module uptr(input clk, input [7:0]Di, input en, output clko, output Do);
	reg [9:0]temp;
	assign clko = clk;
	assign Do = temp[9];
	reg remb;	
	reg tout;
	always @(posedge clk) 
	begin 
		if(tout)
			begin
				temp[9]   <= 1'b1;
				temp[8:1] <= Di[7:0];
				temp[0]   <= Di[7]+Di[6]+Di[5]+Di[4]+Di[3]+Di[2]+Di[1]+Di[0];
			end
		else
			begin
				temp[9:1] <= temp[8:0];
				temp[0] <= 1'b0;
			end	
		remb <= tout;
	end
	always @(posedge en or posedge remb)
		begin
			if (remb)
				tout <= 1'b0;
			else
				tout <= 1'b1;
		end
endmodule
module uprecv(input clk, input tDi, output [7:0]rDo, output Ro, output reg PER);
	reg hold;
	reg [9:0]temp;
	reg tPar;
always @(posedge clk)
	hold <= tDi;
assign rDo[7:0] = (temp[9]) ? temp[8:1] : 8'b0;
assign Ro = temp[9];
always @(posedge clk)
	begin
		if (temp[9])
			begin
				tPar <= 1'b1;
				temp[9:0] <= 10'b0;
			end
		else
			begin
				temp[0]   <= hold;
				temp[9:1] <= temp[8:0];
			end
	end
always @(posedge Ro)
	begin
		PER <= rDo[0]+rDo[1]+rDo[2]+rDo[3]+rDo[4]+rDo[5]+rDo[6]+rDo[7]+tPar;
	end
endmodule
==> reports/results.ini <==
[run]
drv_cap = 0
warnings = 30

[synthesis]
synth-edff-count = 0
synthFlopType = dfxtp_1
ys_chip_area_um2 = 850.8
yosysTopAreaCellShare_pct = 54.12
yosys-stat-cells = 72
synthTopCellsByCount = 23 x dfxtp_1, 12 x xnor2_1, 10 x nor2b_1, 9 x and2_1, 8 x mux2_2
synth-async-reset-ratio_pct = 4.167
syn_avg_cell_area_um2 = 11.82
top_area_cell = dfxtp_1
ys_warn_count = 2
ys_seq_share_pct = 57.06
synthTopCellsByArea = dfxtp_1 54%, xnor2_1 12%, mux2_2 11%, nor2b_1 7.4%, and2_1 6.6%
ys.flops = 24
synth.distinct_cells = 14
top_cell = dfxtp_1
netlist_area_um2 = 850.8
synthCells = 72

[clock_tree]
cts_tree = done
path_clk_slew_ps = 80

[run_status]
violations = negative setup slack
outcome = finished with violations

[grt]
grt_max_degree = 13
antenna_found_initial = 0
grt_pass1_wl_mm = 2.911
grt-ovfl-total = 0
grtUsageTotal_pct = 2.937
grt_pass1_vias = 608

[worst_hold_path]
hold_depth = 0
hold_path.class = register to register
holdCritStartpoint = trn.tout
whs_endpoint = trn.remb

[power]
leakage_nw = 0.5563
ir_worst_vdd_v = 0.0004426
p_total_mw = 2.793
p_per_area_mw_per_mm2 = 2044

[die]
num_io_pins = 22
core_mm2 = 0.008134
dieArea_mm2 = 0.01232
dieHeight_um = 111
die_w_um = 111
fp_util_pct = 10.46
row_count = 33

[critical_path]
r2r_start = rcv.temp[9]
cpMaxStageDelayCell = dfxtp_4
critPathLaunchType = register
path_cells = buf_6, buf_6, and2_4, buf_2
critical-path-max-stage-delay_ps = 350
worst_setup_path_end_kind = output pin
r2r_slack_ps = 200
cpMostUsedCell = buf_6
worstPathRequired_ps = 1040
cp_data_arrival_time_ps = 1160
rr_worst_depth = 6
r2r-end = rcv.temp[2]
path_class = register to output pin
cp_num_buf_inv = 3
crit_family = flip-flops
crit_fanout = 4

[sta]
rsz0062_at_grt = yes
setup_viol = 9
unclocked_regs = 1
finalSetupTns_ps = -184.7
worst_slack_ps = -115.1
skew_ps = 6.756
untimed_endpoints = 2
slew_violations = 0
hold_slack_ps = 263.6
final_hold_viol_count = 0

[finish]
area_growth_pct = 60.59
fillers = 899
comb_area_um2 = 360.3
ff_latch_area_um2 = 489.2
layout-drive-gt1-share_pct = 40.74

[detailed_routing]
drc = 0
dr.pass1.iters = 3
drt.antenna.violating_nets = 0
wire_per_inst_um = 7.920
first_iter_violations = 5
wl_mm = 1.687
via_per_inst = 2.671
diodes = 0
vias = 569

[placement]
hpwlAfterDp_mm = 1.250
place_congestion = 0.6995
dp_slack_ps = -212.9
port_buffers = 20

[per-layer routing]
layer	vias to the layer above	wire length, um	track usage, %
li1	291	-	-
met1	247	796	3.642
met2	26	664	3.931
met3	5	165	1.861
met4	0	61	1.215
met5	-	0	0
[per-stage QoR]
step | utilization, % | instance area [um2] | std cells
after floorplan | - | 850.8 | 72
after global placement | 14.89 | 1211 | 200
after detailed placement | 14.89 | 1211 | 200
after CTS | 16.32 | 1328 | 213
after global routing | 16.80 | 1366 | 213
final | 16.80 | 1366 | 213
[sequential cells by signal (all words and copies together), names as in the netlist]
| name | flops |
|---|---|
| rcv.PER | 1 |
| trn.tout | 1 |
| rcv.hold | 1 |
| trn.remb | 1 |
| rcv.temp | 10 |
| trn.temp | 10 |
[how the worst max path moves through the flow]
stage | from | slack [ps] | cells after the start | end
CTS | rcv.temp[9] | -130 | 4 | tDo[0]
global route | rcv.temp[9] | -170 | 4 | tDo[0]
finish | rcv.temp[9] | -120 | 4 | tDo[0]
[cell families (layout without fill, tap and decap cells)]
logic type	count (synthesis)	in the layout	synth area share, %
AND/OR/NAND/NOR	21	21	15.15
XOR/XNOR	14	14	14.41
flip-flops	24	24	57.06
buffers and inverters	4	40	2.352
multiplexers	8	8	10.59
other	1	1	0.4408
[where the power goes]
group	switching [mW]	leakage, nW	internal, mW
clock	0.259	0.0543	0.485
combinational	0.313	0.297	0.681
sequential	0.126	0.205	0.928
total	0.699	0.556	2.09
[area by class of cell]
cell class | count | area share, %
Timing Repair Buffer | 31 | 20.51
Multi-Input combinational cell | 44 | 26.37
Inverter | 1 | 0.2747
Sequential cell | 24 | 35.81
Tap cell | 105 | 9.615
Clock buffer | 8 | 7.418
[layout by cell type, fill, tap and decap left out]
master	synthesis	final
xnor2_1	12	12
dfrtp_1	1	1
nor2b_1	10	10
dfxtp_1	23	22
conb_1	1	1
inv_1	1	1
buf_6	0	8
mux2_2	8	8
clkdlybuf4s50_1	0	9
buf_4	1	9
clkbuf_8	0	7
xor2_1	2	2
or2_2	1	1
and2_1	9	3
dlygate4sd2_1	0	2
nand2_1	1	1
and2_4	0	6
buf_2	1	4
dfxtp_4	0	1
[timing repair]
action | 4_1_cts | 5_1_grt
hold endpoints to repair | 0 | 0
hold buffers | 0 | 0
setup buffers | 7 | 0
resized | 40 | 8
pin swaps | 0 | 0
setup endpoints to repair | 11 | 9
Power figures rest on the tool's default switching activity, not on a simulated workload.
